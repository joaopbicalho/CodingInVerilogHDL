`flow/run.sh`:
```
#!/bin/bash
# OpenROAD 26Q1-2900-gdf79404cd8, Yosys 0.63+post, stock flow scripts
make -C /OpenROAD-flow-scripts/flow DESIGN_CONFIG=/design/flow/config.mk WORK_HOME=/design/flow/orfs finish
```
`flow/constraint.sdc`:
```
current_design part1

set clk_period 1.2
set clk_io_pct 0.2

create_clock -name clk0 -period $clk_period [get_ports {Clock}]

set non_clock_inputs [all_inputs -no_clocks]
set_input_delay [expr $clk_period * $clk_io_pct] -clock clk0 $non_clock_inputs
set_output_delay [expr $clk_period * $clk_io_pct] -clock clk0 [all_outputs]
```
`flow/design.v`:
```
module part1(Clock, Resetn, w, z, CurState);
   input Clock;
   input Resetn;
   input w;
   output z;
   output [3:0] CurState;
    reg [3:0] y_Q, Y_D;  
    localparam A = 4'b0000, B = 4'b0001, C = 4'b0010, D = 4'b0011, E = 4'b0100, F = 4'b0101, G = 4'b0110;
    always@(*)
    begin: state_table
        case (y_Q)
            A: begin
                   if (!w) Y_D = A;
                   else Y_D = B;
               end
            B: begin
                   if(!w) Y_D = A;
                   else Y_D = C;
               end
            C: begin
                   if(!w) Y_D = E;
                   else Y_D = D;
               end
            D: begin
                   if(!w) Y_D = E;
                   else Y_D = F;
               end
            E: begin
                   if(!w) Y_D = A;
                   else Y_D = G;
               end
            F: begin
                   if(!w) Y_D = E;
                   else Y_D = F;
               end
            G: begin
                   if(!w) Y_D = A;
                   else Y_D = C;
               end
            default: Y_D = A;
        endcase
    end  
    always @(posedge Clock)
    begin: state_FFs
        if(Resetn == 1'b0)
            y_Q <=  A;  
        else
            y_Q <= Y_D;
    end  
    assign z = ((y_Q == F) | (y_Q == G));
    assign CurState = y_Q;
endmodule
```
`flow/config.mk`:
```
export PLATFORM = sky130hd
export DESIGN_NAME = part1
export DESIGN_NICKNAME = part1
export VERILOG_FILES = /design/flow/design.v
export SDC_FILE = /design/flow/constraint.sdc
export NUM_CORES = 4
export LEC_CHECK = 1
export CORE_AREA = 10 10 70 70
export DIE_AREA = 0 0 80 80
```
==> notes.md <==
yosys + openroad results -> RSZ-0062 raised after global routing=yes, Worst Path Max Fanout=4, vias=162, Layout Cells excl Fill=around 79, share of layout cells above drive strength 1=between 40% and 50%, FP Util=~4.7%, Worst Reg-to-Reg Cells=5, CP Class=register to output port, vias in the first global route=193, WP buf/inv=1, largest registers in the final layout=y_Q (3), crit path time final=approximately 1.2 ns, largest net degree at the start of global routing=5, row count=21, Avg Cell Area, Syn=8.495 um2, PortBufs=6, Via density=2.051, Max Slew Vio Count=0, CP Cell Sequence=nand2b_4, a21boi_2, buf_2, hold endpoint=y_Q[2], power density cells=a little under 1000 nW/um2, FF-to-FF End=y_Q[1], Max stage delay on crit path=around 0.34 ns, met1 GRT Util=1.328%, clock sinks=3, Antenna diodes=0, Slowest-stage cell, CP=dfxtp_2, status=completed, Ys Warns=1, root buffer cell=clkbuf_4, Final setup viols=0, Cells after Synth=19, hold_sp=Resetn, VDD IR max=roughly 0.00019 V, Largest Register=y_Q, count of cell types in the netlist=14, max-cap violations=0, H-Tree Depth=1, CTS Buffer Depth=2, core area=around 3400 um2, final hold violations=0, initial antenna violation count=0, met2 usage=2.087%, Final Power=about 0.34 mW, kind of end point of the critical path=output port, Mapped Area=roughly 160 um2, max FFs per register=3, chip width=approximately 80 um, max frequency=between 800 and 900 MHz, clock skew=between 0.0015 and 0.002 ns, met3 GRT Util=1.818%, Worst-path clk slew=roughly 0.040 ns, final period utilization=a little over nine tenths, Critical Path RT=~0.96 ns, WHS Path Cells=2, register area share after synthesis=a little under two fifths, post-route ant nets=0, delay-heaviest family, CP=flip-flops, 1st-iter DRT viols=3, GP Congestion=~0.7, global route overflow=0, post-DR wirelength/cell=between 5 and 6 um, tool warning count=27, IO Count=8, area grow syn2layout=117.1%, DR DRC count=0, Worst-Skew Late Latency=approximately 0.23 ns, CTS tree=done, crit path launch type=register, global-route wire length before repair=approximately 740 um, WP data arrival=about 0.93 ns, yosys cell count=19, leakage=roughly 0.14 nW, Routed Wire Length=roughly 470 um, drt pass-1 iters=2, Min-Delay Path Class=input pin to register, dpl cells=around 74, Yosys chip area=161.4 um2, Worst R2R Start=y_Q[2], layer with the highest usage=met2, r2r setup slk=0.21 ns, Die Span Y=80 um, die area=6400 um2, CTS buffer count=3, all-layer global routing usage=under 10%, Synth flops=3
## cell usage after synthesis, drive strengths merged
cell type	n	area share (%)
a21boi	1	4.7
buf	1	4.7
conb	1	2.3
dfxtp	3	37
nand2	1	2.3
nand2b	2	9.3
nor2	4	9.3
nor2b	1	3.9
nor3b	1	7.8
o21a	1	4.7
o21ai	1	3.1
xnor2	1	5.4
xor2	1	5.4
## through the flow
| stage | TNS [ns] | utilization (%) | worst slack (ns) | hold slack [ns] | instance area (um2) |
|---|---|---|---|---|---|
| 2_1_floorplan | 0 | - | 0.3737 | 0.3576 | 161.4 |
| 3_3_place_gp | -0.1849 | 8.828 | -0.1532 | 0.6356 | 301.5 |
| 3_5_place_dp | -0.1970 | 8.828 | -0.1641 | 0.6526 | 301.5 |
| 4_1_cts | -0.008979 | 9.927 | -0.008979 | 0.5749 | 339.1 |
| 5_1_grt | -0.04007 | 10.26 | -0.04007 | 0.6048 | 350.3 |
| 6_report | 0 | 10.26 | 0.02765 | 0.5809 | 350.3 |
## final cells by class
cell class                 instances  area [um2]
fill                             401        3065
multi-input combinational         15       110.1
timing repair buffer              11       92.59
sequential                         3       63.81
tap                               46       57.56
clock buffer                       4       26.28
## where the power goes
part           internal (mW)  switching (mW)  total (mW)
Combinational         0.0359          0.0181      0.0540
Clock                  0.125          0.0512       0.176
Sequential             0.106         0.00663       0.113
Total                  0.267          0.0759       0.343
## worst register-to-register path, cell delays in order (launching register included)
cell	delay, ns
dfxtp_2	0.31
buf_6	0.11
buf_4	0.14
nor2_1	0.11
xor2_1	0.16
nor2_1	0.05
## cell usage in the layout (no fill, tap or decap), types with 2 or more instances in the layout
| cell | count |
|---|---|
| nor2_1 | 4 |
| buf_4 | 4 |
| clkbuf_4 | 3 |
| dlygate4sd2_1 | 3 |
| dfxtp_2 | 3 |
| nand2b_4 | 2 |
| clkdlybuf4s50_1 | 2 |
## cells by family after synthesis
| logic type | after synthesis | synth area share, % |
|---|---|---|
| AOI/OAI and AO/OA | 3 | 12.40 |
| and+or+nand+nor | 9 | 32.56 |
| DFF | 3 | 37.21 |
| other | 1 | 2.323 |
| buffers and inverters | 1 | 4.653 |
| xor gates and xnor gates | 2 | 10.85 |
## per-layer routing
metal	wire length, um	part of all wire [%]
met5	0	0
met1	159	34
met2	210	45
met4	0	0
met3	96	21
## worst max-delay path by stage
stage                 slack, ns  cells after the start  startpoint  to
final                      0.03                      3      y_Q[1]   z
after global routing      -0.04                      3      y_Q[1]   z
after CTS                -0.009                      3      y_Q[0]   z
## timing repair
action | CTS | global route
gates resized | 11 | 2
pin swaps | 1 | 1
setup endpoints to repair | 4 | 1
buffers inserted | 1 | 0
hold buffers | 0 | 0
No activity file was given, so power comes from the tool's default toggle rates.
