[flow/constraint.sdc]
current_design part2

set clk_period 3.2
set clk_io_pct 0.2

create_clock -name clk0 -period $clk_period [get_ports {ClockIn}]

set non_clock_inputs [all_inputs -no_clocks]
set_input_delay [expr $clk_period * $clk_io_pct] -clock clk0 $non_clock_inputs
set_output_delay [expr $clk_period * $clk_io_pct] -clock clk0 [all_outputs]
[flow/config.mk]
export PLATFORM = sky130hd
export DESIGN_NAME = part2
export DESIGN_NICKNAME = part2
export VERILOG_FILES = /design/flow/design.v
export SDC_FILE = /design/flow/constraint.sdc
export NUM_CORES = 4
export LEC_CHECK = 1
export CORE_AREA = 10 10 72 72
export DIE_AREA = 0 0 82 82
[flow/run.sh]
#!/bin/bash
# OpenROAD 26Q1-2900-gdf79404cd8, Yosys 0.63+post, stock flow scripts
make -C /OpenROAD-flow-scripts/flow DESIGN_CONFIG=/design/flow/config.mk WORK_HOME=/design/flow/orfs finish
[flow/design.v]
module part2(ClockIn, Reset, Speed, CounterValue);
	input ClockIn, Reset;
	input [1:0] Speed;
	output [3:0] CounterValue;
	wire Enable;
	wire [10:0] RateDivider;		
	RateDividerCounter r1 (.Speed(Speed), .Out(RateDivider), .ClockIn(ClockIn), .Clear_b(Reset));
	assign Enable = (RateDivider == 11'b00000000000) ? 1'b1 : 1'b0;
	counter_full c1 (.q(CounterValue), .Clock(ClockIn), .Clear_b(~Reset), .Enable(Enable));
endmodule
module counter_full(q, Clock, Clear_b, Enable);
	input Clock, Clear_b, Enable;
	output reg[3:0] q; 
	always@(posedge Clock) 
		begin
			if(Clear_b  ==  1'b0) 
				q <= 4'b000; 
			else if(Enable)			 
				q <= q + 1; 
		end
endmodule 
module RateDividerCounter(Speed, Out, ClockIn, Clear_b);
	input [1:0] Speed;
	input	ClockIn, Clear_b;
	output reg [10:0] Out;
	reg [10:0] d;
	always @(Speed)
	begin
	case (Speed)
		2'b00: d <= 11'b00000000000;
		2'b01: d <= 11'b00111110011;
		2'b10: d <= 11'b01111100111;
		2'b11: d <= 11'b11111001111;
		default: d <= 11'b00000000000;
	endcase
	end
	always@ (posedge ClockIn)
	begin
		if(Clear_b)
			Out <= 11'b00000000000;
		else if (Out == 11'b00000000000)				
			Out <= d;
		else  
			Out <= Out - 1;
		end
endmodule
==> results.tsv <==
metric	value	unit
status	finished clean	
Multiplexer share	3.96	%
Post-Synthesis Cells	92	
global-route wire length before repair	2820	µm
ratio of cells with drive above 1 in the final layout	12.9	%
number of ports placed on the die boundary	8	
Simple Share, Synth	25.4	%
startpoint class of the critical path	register	
most numerous cell types in the synthesized netlist	15 x dfxtp_1, 7 x ha_1	
leading cell types by total area after synthesis	dfxtp_1 35%, ha_1 10%, mux2_2 4.0%	
violation count after the first detailed-route iteration	23	
total cell area reported by yosys after synthesis	852	µm²
largest net degree at the start of global routing	13	
fraction of post-synthesis cell area in the top cell type by area	35.2	%
number of buffers created by CTS	3	
required time of the worst setup path	3.34	ns
routed length per instance	11.4	µm
share of total power in combinational logic	50.9	%
critical path launch point	r1.Out[3]	
Yosys top cell by area	dfxtp_1	
clock buffer depth	2	
Distinct lib cells used	31	
relative area change from synthesis to final layout	19.8	%
initial standard-cell utilization of the core	23.1	%
Placement Rows	22	
final critical path time including I/O delays and setup	1.92	ns
clock transition at the registers of the reported paths	0.06	ns
leakage	0.373	nW
Final Max Slew Viols	0	
core outline area	0.00369	mm²
length of the first detailed-routing pass in iterations	4	
post-detailed-route DRC marker count	0	
CTS Root Buffer Type	clkbuf_8	
clock tree from TritonCTS	yes	
H-tree depth	1	
synthesized area	852	µm²
slew at the pin closest to its max-slew limit	0.658	ns
n_diodes	0	
Clock Sink Count	15	
maximum cell stage delay along the critical path	0.72	ns
area of all placed cells without fillers	0.00102	mm²
synthesized area divided by synthesized cell count	9.26	µm²
leading cell type by number of instances after synthesis	dfxtp_1	
Yosys warnings	2	
cell internal pwr	565	µW
cell area reported after detailed placement	976	µm²
stage-log warning count	29	
Worst Path Arrival	2.06	ns
Critical R2R Launch	r1.Out[3]	
category of the worst setup path capture point	register	
worst max-slew margin expressed relative to the limit	55.8	%
path type of the worst setup path	reg -> reg	
fraction of the mapped netlist area in adder cells	10.3	%
fillers	390	
Power Dens Cells	975	mW/mm²
capturing element of the worst setup path	c1.q[3]	
peak clock frequency supported by timing	520	MHz
main kind of combinational logic by area	simple AND/OR/NAND/NOR gates	
IO buf count	7	
Late-Pin Clk Latency	0.25	ns
final total power	996	µW
DIE HEIGHT	82	µm
reg-to-reg critical path endpoint	c1.q[3]	
final tally of setup violations	0	
count of buffers added by post-CTS timing repair for setup	0	
via count	720	
Setup WS post-layout	1.28	ns
largest fanout of any net on the critical path	11	
flip-flops with a built-in enable	0	
final wirelength	1700	µm
post-synthesis compound-gate area fraction	18.2	%
part of the cycle the worst path needs	60.1	%
cell with the largest stage delay on the worst path	or4_1	
number of hold violations in the final report	0	
core utilization of the finished layout	27.7	%
number of antenna violations at the first check in global routing	0	
number of maximum-capacitance violations	0	
flop2flop setup slack	1.28	ns
power dissipated by switching net loads	431	µW
vias in the first global route	635	
kind of path behind the tightest hold check	reg -> reg	
dominant synthesized flop cell	dfxtp_1	
count of cells along the worst register-to-register path	3	
share of flip-flops with an asynchronous set or reset after synthesis	0	%
worst setup skew after layout	0.00478	ns
average vias per placed instance	4.83	
cts hold-fix bufs	0	
HPWL Detailed	1240	µm
share of total power consumed by net switching	43.3	%
grt total ovfl	0	
XORs/XNORs by Area	3.08	%
Seq pwr share	33.7	%
Critical Path, Cell by Cell	or4_1 -> nor4_1 -> mux2_2	
worst slack at placement	1.21	ns
clock share of power	15.4	%
overall global routing resource usage	5.18	%
number of instances resized during post-cts repair	0	
Max VDD drop	0.270	mV
last weighted congestion value of the routability-driven placer	0.833	
sequential share of the synthesized area	35.2	%
RSZ-0062 raised after global routing	no	
cell count listed in synth_stat.txt	92	
Die X	82	µm
Die ar.	0.00672	mm²
count of nets left with antenna violations after detail routing	0	
summed negative setup slack over all endpoints	0	ns
Synth Register Bits	15	
## logic make-up (layout without fill, tap and decap cells)
| group | Yosys count | after routing |
|---|---|---|
| simple gates | 33 | 33 |
| compound gates | 23 | 23 |
| flops | 15 | 15 |
| buf+inv | 8 | 17 |
| fa+ha+maj | 7 | 7 |
| xor+xnor | 3 | 3 |
| mux | 3 | 3 |
## worst max-delay path: cells and delay by family (launching register included)
family / cells / cell delay (ns)
simple gates: 2 / 1.10
mux: 1 / 0.37
flops: 1 / 0.35
## final cells by class
cell class / instances / area [µm²] / area share [%]
Multi-Input combinational cell: 69 / 519 / 50.9
Inverter: 5 / 18.8 / 1.84
Sequential cell: 15 / 300 / 29.4
Timing Repair Buffer: 8 / 77.6 / 7.60
Clock buffer: 4 / 45.0 / 4.41
Tap cell: 48 / 60.1 / 5.88
## cells in the final DEF (no fill, tap or decap), drive strengths merged, types with 4 or more instances in the layout
cell,Yosys,final
clkdlybuf4s50,0,7
or4,5,5
clkbuf,1,4
ha,7,7
inv,5,5
a21oi,5,5
nor2,4,4
dfxtp,15,15
nor4,6,6
a31oi,5,5
or3,5,5
## flip-flops by register name, summed over array words and instances, names as in the netlist
| name | cells |
|---|---|
| r1.Out | 11 |
| c1.q | 4 |
## through the flow
step / hold WS, ns / std cells
after detailed placement: 0.478 / 145
after global routing: 0.520 / 149
final: 0.484 / 149
after global placement: 0.469 / 145
after floorplan: 0.448 / 92
after CTS: 0.492 / 149
## routing by layer
layer	track usage, %	wire [µm]
met2	8.31	700
met4	0.170	0
met5	0	0
met1	6.81	851
met3	2.09	151
## power by group through the flow
stage,registers (mW),clock network [mW],logic [mW]
global route,0.348,0.167,0.569
CTS,0.334,0.158,0.504
finish,0.335,0.154,0.507
## worst min-delay path by stage
stage | cells after the start | slack [ns] | endpoint | start
CTS | 1 | 0.49 | r1.Out[10] | r1.Out[10]
global route | 2 | 0.52 | r1.Out[9] | r1.Out[9]
finish | 1 | 0.48 | r1.Out[0] | r1.Out[0]
Power is estimated from default activity; no workload was simulated.
